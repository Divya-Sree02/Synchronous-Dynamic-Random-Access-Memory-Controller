## ./run.sh

```bash
#!/bin/bash
# OpenROAD 26Q1-2900-gdf79404cd8, Yosys 0.63+post, stock flow scripts
make -C /OpenROAD-flow-scripts/flow DESIGN_CONFIG=/design/flow/config.mk WORK_HOME=/design/flow/orfs finish
```

## ./config.mk

```make
export PLATFORM = sky130hd
export DESIGN_NAME = sdram_controller
export DESIGN_NICKNAME = sdram_controller
export VERILOG_FILES = /design/flow/design.v
export SDC_FILE = /design/flow/constraint.sdc
export NUM_CORES = 4
export LEC_CHECK = 1
export CORE_AREA = 10 10 87 87
export DIE_AREA = 0 0 97 97
```

## ./constraint.sdc

```tcl
current_design sdram_controller

set clk_period 2.2
set clk_io_pct 0.2

create_clock -name clk0 -period $clk_period [get_ports {clk}]

set non_clock_inputs [all_inputs -no_clocks]
set_input_delay [expr $clk_period * $clk_io_pct] -clock clk0 $non_clock_inputs
set_output_delay [expr $clk_period * $clk_io_pct] -clock clk0 [all_outputs]
```

## ./design.v

```verilog
 module sdram_controller(
    input  wire clk,
    input  wire reset,
    input  wire read_req,
    input  wire write_req,
    output reg  [2:0] sdram_cmd,
    output reg  data_valid
);
parameter IDLE      = 3'd0;
parameter ACTIVE    = 3'd1;
parameter TRCD_WAIT = 3'd2;
parameter READ      = 3'd3;
parameter WRITE     = 3'd4;
parameter TCAS_WAIT = 3'd5;
parameter PRECHARGE = 3'd6;
parameter TRP_WAIT  = 3'd7;
parameter CMD_NOP       = 3'b000;
parameter CMD_ACTIVE    = 3'b001;
parameter CMD_READ      = 3'b010;
parameter CMD_WRITE     = 3'b011;
parameter CMD_PRECHARGE = 3'b100;
parameter TRCD = 3;
parameter TCAS = 2;
parameter TRP  = 2;
reg [2:0] state;
reg [3:0] counter;
reg read_latched;
reg write_latched;
always @(posedge clk or posedge reset) begin
    if(reset) begin
        state <= IDLE;
        counter <= 0;
        sdram_cmd <= CMD_NOP;
        data_valid <= 0;
        read_latched <= 0;
        write_latched <= 0;
    end
    else begin
        if(read_req)  read_latched  <= 1;
        if(write_req) write_latched <= 1;
        data_valid <= 0;
        case(state)
        IDLE: begin
            sdram_cmd <= CMD_NOP;
            if(read_latched || write_latched) begin
                state <= ACTIVE;
                sdram_cmd <= CMD_ACTIVE;
                counter <= 0;
            end
        end
        ACTIVE: begin
            state <= TRCD_WAIT;
            sdram_cmd <= CMD_NOP;
        end
        TRCD_WAIT: begin
            counter <= counter + 1;
            if(counter == TRCD) begin
                counter <= 0;
                if(read_latched)
                    state <= READ;
                else
                    state <= WRITE;
            end
        end
        READ: begin
            sdram_cmd <= CMD_READ;
            state <= TCAS_WAIT;
        end
        TCAS_WAIT: begin
            counter <= counter + 1;
            if(counter == TCAS) begin
                counter <= 0;
                data_valid <= 1;
                read_latched <= 0;
                state <= PRECHARGE;
            end
        end
        WRITE: begin
            sdram_cmd <= CMD_WRITE;
            write_latched <= 0;
            state <= PRECHARGE;
        end
        PRECHARGE: begin
            sdram_cmd <= CMD_PRECHARGE;
            state <= TRP_WAIT;
        end
        TRP_WAIT: begin
            counter <= counter + 1;
            if(counter == TRP) begin
                counter <= 0;
                state <= IDLE;
            end
        end
        endcase
    end
end
endmodule
```

==> impl_metrics.tcl <==
# metrics dict for downstream scripts
set metrics [dict create \
    status "complete, no violations" \
    wirelength_um 1448 \
    cts_sinks 18 \
    htreeDepth 1 \
    clockBufferDepth 2 \
    ys_sh_aoi_pct 15.20 \
    numSynthFlops 18 \
    pre_cts_ws_ns 0.5067 \
    cp-end-kind "flop" \
    lay_top_cells "17 x dfrtp_1, 9 x nor2_1, 7 x clkdlybuf4s50_1, 6 x inv_1, 6 x nand2_1" \
    grt_util_all_layers_pct 3.343 \
    clock_latency_ns 0.25 \
    num_rows 27 \
    dpl.cell_count 153 \
    dieArea_um2 9409 \
    ctsHoldBuffers 0 \
    antenna_found_initial 0 \
    num_vias 572 \
    dieWidth_um 97 \
    whs_ns 0.4776 \
    max_freq_mhz 589.1 \
    ys_sh_xor_pct 0 \
    hp-class "reg -> reg" \
    dp_hpwl_um 1089 \
    timing.final.crit_period_ns 1.697 \
    clk_pin_slew_ns 0.07 \
    drv_cap 0 \
    p_per_area_nw_per_um2 594.3 \
    worstPathRequired_ns 2.34 \
    fin_util_pct 18.10 \
    root_buffer "clkbuf_8" \
    maxSlewViolCount 0 \
    ys_seq_share_pct 56.58 \
    die_h_um 97 \
    timing.final.crit_share_pct 77.15 \
    fin_tns_setup_ns 0 \
    gp_congestion 0.8963 \
    firstDrtPassIters 3 \
    leakagePower_nw 0.4902 \
    synthAdderAreaFrac_pct 4.702 \
    fp_util_pct 14.15 \
    p_total_uw 606.8 \
    layout.cells.non_filler 157 \
    postCtsSetupBuffers 0 \
    fin_ws_ns 0.5026 \
    yosys.area.top_type_share_pct 53.29 \
    yosysChipArea_um2 798.3 \
    netlist_instances 73 \
    placed_area_um2 965.9 \
    coreArea_um2 5642 \
    syn_avg_cell_area_um2 10.94 \
    overflow 0 \
    cts_buffers 3 \
    vdd_drop_max_mv 0.2361 \
    synth_top_cell_by_area "dfrtp_1" \
    synthMuxAreaShare_pct 0 \
    ys_cells 73 \
    io_pins 8 \
    startpoint_type "flop" \
    crit_type "reg -> reg" \
    synthTopCellsByArea "dfrtp_1 53%, a21o_1 4.7%, ha_1 4.7%, nor2_1 4.2%, dfstp_2 3.3%" \
    critical_path.max_stage_delay_ns 0.43 \
    synthTopLogicFamily "simple AND/OR/NAND/NOR gates" \
    slew_headroom_pct 78.82 \
    fin_skew_ns 0.003871 \
    antenna_cells 0 \
    routed_via_density 3.643 \
    final-hold-violation-count 0 \
    reg2reg_setup_slack_ns 0.50 \
    warnings 27 \
    portBuffers 7 \
    ys_types 25 \
    yosys_warnings 1 \
    lay_top_count "dfrtp_1" \
    drcViolationCount 0 \
    fillCellCount 604 \
    tightest_slew_ns 0.3163 \
    cts_tree "done" \
    simple_gate_share_pct 20.69 \
    grt_pass1_wl_um 2801 \
    synth_area_um2 798.3 \
    rsz0062_at_grt "false" \
    path_max_fanout 6 \
    post_cts_resized 0 \
    drtIter0Drc 53 \
    antenna_left 0 \
    crit_chain "ha_1 -> or3b_1 -> a2bb2oi_2 -> nor4_1 -> a211o_1" \
    routedWlPerCell_um 9.223 \
    drive_gt1_share_pct 11.76 \
    setup_viol 0 \
    crit_arrival_ns 1.84 \
    grt_max_degree 19 \
    final_area_um2 1021 \
    area_delta_synth_final_pct 27.90 \
    grt_pass1_vias 566 \
    critPathSlowestCell "or3b_1" \
]
## worst paths after layout
| check | start | to | cells after the start |
|---|---|---|---|
| max in group asynchronous | reset | state[0] | 3 |
| min reg2reg | sdram_cmd[2] | sdram_cmd[2] | 1 |
| min in group asynchronous | reset | counter[3] | 3 |
| max reg2reg | counter[0] | counter[3] | 5 |
| min | sdram_cmd[2] | sdram_cmd[2] | 1 |
| max | counter[0] | counter[3] | 5 |
## where the power goes
| part | leakage (nW) | internal [mW] | total (mW) | switching (mW) |
|---|---|---|---|---|
| Clock | 0.0288 | 0.159 | 0.263 | 0.104 |
| Combinational | 0.224 | 0.00596 | 0.0130 | 0.00701 |
| Sequential | 0.237 | 0.331 | 0.331 | 0.000000000000000176 |
## kinds of logic (layout without fill, tap and decap cells)
group	Yosys count	in the layout
AOI/OAI and AO/OA	16	16
buffers and inverters	6	18
and+or+nand+nor	30	30
DFF	18	18
adders and majority gates	3	3
## Yosys cell counts
master	count
o21a_1	1
or3_1	2
o21ai_2	1
o32ai_1	1
nand3_1	1
a32o_1	1
a2bb2oi_2	1
or3b_4	1
a211o_1	1
a21o_1	5
or3b_1	1
nand4b_1	1
o21ai_0	4
inv_1	6
nor4_1	3
a21oi_1	1
nor3b_2	1
nor4b_1	1
nand2_1	6
nand2b_1	2
ha_1	3
dfrtp_1	17
dfstp_2	1
nor3_1	2
nor2_1	9
## routing by layer
metal  global-route usage, %  part of all wire [%]  routed length, um  vias to the layer above
met4                  0.5637                   1.9                 28                        0
met2                   4.601                    44                632                        7
met5                       0                     0                  0                        -
met3                  0.7163                   2.3                 34                        2
met1                   5.195                    52                752                      278
li1                        -                     -                  -                      285
## critical path: cells and delay by family, from the launching register on
| family | cells | cell delay (ns) |
|---|---|---|
| and+or+nand+nor | 2 | 0.50 |
| AOI/OAI and AO/OA | 2 | 0.45 |
| DFF | 1 | 0.42 |
| adders and majority gates | 1 | 0.22 |
## flip-flops by register name, indices dropped and copies added, names as in the netlist
name           count
state              8
counter            4
sdram_cmd          3
data_valid         1
read_latched       1
write_latched      1
## cell type report
class	count	area [um^2]	area share (%)
timing repair buffer	8	77.57	7.598
multi-input combinational	49	324.1	31.74
sequential	18	451.7	44.24
tap	72	90.09	8.824
inverter	6	22.52	2.206
clock buffer	4	55.05	5.392
Power and IR drop assume default switching activity.
